[./design.v]
module Multiplier4Bit (
input [3:0] A ,
input [3:0] B ,
output [7:0] Product
) ;
assign Product = A * B ;
endmodule
[./constraint.sdc]
current_design Multiplier4Bit

set clk_period 3.5
set clk_io_pct 0.2

create_clock -name clk0 -period $clk_period

set non_clock_inputs [all_inputs -no_clocks]
set_input_delay [expr $clk_period * $clk_io_pct] -clock clk0 $non_clock_inputs
set_output_delay [expr $clk_period * $clk_io_pct] -clock clk0 [all_outputs]
[./config.mk]
export PLATFORM = sky130hd
export DESIGN_NAME = Multiplier4Bit
export DESIGN_NICKNAME = Multiplier4Bit
export VERILOG_FILES = /design/flow/design.v
export SDC_FILE = /design/flow/constraint.sdc
export NUM_CORES = 4
export LEC_CHECK = 1
export CORE_AREA = 10 10 70 70
export DIE_AREA = 0 0 80 80
[./run.sh]
#!/bin/bash
# OpenROAD 26Q1-2900-gdf79404cd8, Yosys 0.63+post, stock flow scripts
make -C /OpenROAD-flow-scripts/flow DESIGN_CONFIG=/design/flow/config.mk WORK_HOME=/design/flow/orfs finish
==> impl_metrics.ini <==
; physical design summary
[placement]
placed_area_um2 = 762
port_buffers = 16
gp_congestion = 0.819
hpwl_um = 1020
dp.cells = 126

[detailed_routing]
vias = 469
ant_nets = 0
antenna-diode-count = 0
wirelength_um = 1220
drtIter0Drc = 13
via_per_inst = 3.69
dr.pass1.iters = 2
wl_per_cell_um = 9.57
drc = 0

[final_timing]
finalSetupViolations = 2
worst_pin_slew_ns = 0.199
worst_slack_ns = -0.170
post-route-period-util = 1.05
slew_violations = 0
finalCriticalPeriod_ns = 3.67
grt_setup_unrepaired = true
clock.fmax_mhz = 272
hold_viol_final = 0
relSlewSlack = 0.867

[worst_hold_path]
min_path_type = input pin to primary output

[setup_path]
cp_cell_sequence = buf_8 -> nand2_4 -> fa_1 -> inv_2 -> fa_2 -> buf_4 -> fa_2 -> a21o_2 -> a21oi_2 -> xnor2_1 -> buf_2
crit_path_top_delay_cell = fa_1
arrival_ns = 2.97
critical-path-top-delay-family = adder cells
max_stage_delay_ns = 0.54
cp_common_cell = fa_2
cp_max_fo = 2
start_kind = input pin
crit_path_end_kind = primary output
path_class = input pin to primary output
cp.required_ns = 2.80
worst-path-buf-inv = 4

[global_route]
grt_pass1_wl_um = 2050
grtUsageMet2 = 0.0554
top_usage_layer = met2
grt_use_met1 = 0.0541
gr-total-overflow = 0
grt_use_total = 0.0369
grt_start_max_net_pins = 5
use_met3 = 0.0102
grt_pass1_vias = 476
antenna_found_initial = 0

[final_layout]
regArea_um2 = 0
syn_to_final_growth_pct = 98.3
stdcell_area_um2 = 886
clkbuf_count = 0
drive_gt1_frac = 0.531
finalNonFillerCells = 127
nFlopsAndLatches = 0

[logic_synthesis]
ys_area_um2 = 447
ys_cells = 51
syn_area_um2 = 447
synthDistinctLibCells = 17
synth.avg_cell_area_um2 = 8.76
yosysSeqAreaShare = 0
synthCells = 51
yosysWarnings = 0

[floorplan]
fp-utilization = 0.131
die_h_um = 80
rows = 21
ioPinCount = 16
die_area_um2 = 6400
core_um2 = 3420
die_w_um = 80

[power]
peakVddDrop_uv = 55.9
swShare = 0.388
seq_power_share = 0
p_clk_frac = 0
p_int_w = 0.0000917
combPwrFrac = 1.000
power_leakage_nw = 0.419
powerDensity_nw_per_um2 = 169
power.net_switching_w = 0.0000582

[flow_run]
cap_violations = 0
warnings = 34

[outcome]
status = finished, violations left
violations = setup timing
## timing repair
action / in CTS / in global routing
resized: 57 / 14
hold buffers: 0 / 0
gates cloned: 0 / 0
setup endpoints to repair: 5 / 5
pin swaps: 17 / 9
buffers inserted: 1 / 0
## kinds of logic (layout without fill, tap and decap cells)
| kind of cell | Yosys count | in the layout | share of synthesized area |
|---|---|---|---|
| buffers and inverters | 3 | 33 | 0.0252 |
| AND-OR/OR-AND | 9 | 9 | 0.134 |
| XOR/XNOR | 3 | 3 | 0.0588 |
| adder cells (fa/ha/maj) | 16 | 16 | 0.515 |
| AND/OR/NAND/NOR | 20 | 20 | 0.266 |
## area by class of cell
class	count	area (um^2)
fill	379	2530
inverter	3	11.3
multi-input combinational	48	556
tap	46	57.6
timing repair buffer	30	262
## power by group through the flow
| stage | sequential (W) | combinational [W] | clock, W |
|---|---|---|---|
| 6_report | 0 | 0.000150 | 0 |
| 5_1_grt | 0 | 0.000168 | 0 |
| 4_1_cts | 0 | 0.000137 | 0 |
## worst min-delay path: stages
cell and delay, ns:
buf_6 0.08, buf_4 0.10, and2_1 0.10, clkdlybuf4s50_1 0.47
## cells in the final DEF (no fill, tap or decap)
master	netlist	routed
inv_1	3	2
o21ai_1	1	1
a21o_1	1	1
dlygate4sd2_1	0	2
nand2_4	0	2
clkdlybuf4s15_1	0	1
inv_2	0	1
xor2_1	1	1
buf_4	0	13
a21o_2	1	1
nor2_1	2	2
o211ai_1	1	1
fa_2	0	2
or4b_4	0	1
buf_8	0	2
ha_4	0	5
a211oi_4	0	1
ha_1	12	7
and2_4	0	2
buf_2	0	4
and3b_1	1	1
a21oi_2	0	2
xnor2_1	2	2
clkdlybuf4s50_1	0	3
a21oi_1	3	1
fa_1	4	2
o2111ai_2	0	1
and2_1	13	11
buf_6	0	5
nand2_2	0	1
## per-layer routing
metal,routed length [um],vias up
met2,533,12
met3,83,0
li1,-,238
met4,0,0
met5,0,-
met1,599,219
## final timing paths
path	from	end	slack (ns)	cells past startpoint
setup / recovery	B[2]	Product[6]	-0.17	11
hold / removal	A[0]	Product[0]	2.15	4
## metrics by stage
stage	power (W)	setup WS (ns)	setup TNS [ns]	hold slack, ns	utilization
after global placement	0.000125	-1.11	-4.50	2.44	0.223
after CTS	0.000137	-0.200	-0.375	2.16	0.241
after global routing	0.000168	-0.222	-0.497	2.18	0.259
after detailed placement	0.000126	-1.11	-4.50	2.45	0.223
after floorplan	0.0000497	0.00257	0	1.47	-
final	0.000150	-0.170	-0.336	2.15	0.259
## synth_stat cells
library cell | count | area [um^2]
fa_1 | 4 | 80.1
nand2_1 | 3 | 11.3
and2_1 | 13 | 81.3
or4b_1 | 1 | 10.0
o21ai_1 | 1 | 5.00
inv_1 | 3 | 11.3
a21o_2 | 1 | 8.76
a21oi_1 | 3 | 15.0
a21o_1 | 1 | 7.51
o2111ai_1 | 1 | 8.76
o211ai_1 | 1 | 7.51
xor2_1 | 1 | 8.76
a211oi_1 | 1 | 7.51
and3b_1 | 1 | 8.76
nor2_1 | 2 | 7.51
ha_1 | 12 | 150
xnor2_1 | 2 | 17.5
Power and IR drop assume default switching activity.
