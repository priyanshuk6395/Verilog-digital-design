**./design.v**
```verilog
`timescale 1ns/1ns
module ALU8Bit (
    input [7:0] A,           
    input [7:0] B,           
    input [2:0] Opcode,      
    output reg [7:0] Result,  
    output reg Zero          
);
    always @(*) begin
        case (Opcode)
            3'b000: Result = A + B;       
            3'b001: Result = A - B;       
            3'b010: Result = A & B;       
            3'b011: Result = A | B;       
            3'b100: Result = A ^ B;       
            3'b101: Result = ~(A | B);    
            default: Result = 8'b00000000;  
        endcase
        Zero = (Result == 8'b00000000) ? 1'b1 : 1'b0;
    end
endmodule
module InOrderProcessor (
    input clk,                   
    input reset,                 
    input [15:0] instruction,    
    output [7:0] result          
);
    reg [7:0] registers [0:7];
    reg [7:0] A, B;              
    wire [7:0] ALUResult;        
    wire ZeroFlag;               
    reg [2:0] Opcode;            
    reg [2:0] DestReg;           
    reg writeBack;               
    ALU8Bit alu (
        .A(A),
        .B(B),
        .Opcode(Opcode),
        .Result(ALUResult),
        .Zero(ZeroFlag)
    );
    always @(posedge clk or posedge reset) begin
        if (reset) begin
            A <= 8'b0;
            B <= 8'b0;
            Opcode <= 3'b000;
            DestReg <= 3'b000;
            writeBack <= 0;
        end else begin
            Opcode <= instruction[15:13];   
                A <= instruction[12:10];   
                B <= instruction[9:7];     
                DestReg <= instruction[6:4];          
                writeBack <= 1'b1;  
        end
    end
    always @(posedge clk) begin
        if (writeBack) begin
            registers[DestReg] <= ALUResult;  
        end
    end
    assign result = ALUResult; 
endmodule
```
**./constraint.sdc**
```tcl
current_design InOrderProcessor

set clk_period 2.3
set clk_io_pct 0.2

create_clock -name clk0 -period $clk_period [get_ports {clk}]

set non_clock_inputs [all_inputs -no_clocks]
set_input_delay [expr $clk_period * $clk_io_pct] -clock clk0 $non_clock_inputs
set_output_delay [expr $clk_period * $clk_io_pct] -clock clk0 [all_outputs]
```
**./config.mk**
```make
export PLATFORM = sky130hd
export DESIGN_NAME = InOrderProcessor
export DESIGN_NICKNAME = InOrderProcessor
export VERILOG_FILES = /design/flow/design.v
export SDC_FILE = /design/flow/constraint.sdc
export NUM_CORES = 4
export LEC_CHECK = 1
export CORE_AREA = 10 10 84 84
export DIE_AREA = 0 0 94 94
```
**./run.sh**
```bash
#!/bin/bash
# OpenROAD 26Q1-2900-gdf79404cd8, Yosys 0.63+post, stock flow scripts
make -C /OpenROAD-flow-scripts/flow DESIGN_CONFIG=/design/flow/config.mk WORK_HOME=/design/flow/orfs finish
```
==> reports/metrics.yaml <==
status:
  status: "complete, but fails checks"
  failed_checks: "negative setup slack"
floorplanning:
  io-pin-count: 26
  coreArea_mm2: 0.00520
  dieWidth_um: 94
  dieArea_mm2: 0.00884
  rows: 26
  die_h_um: 94
  floorplan.core_util_pct: 13.2
synth:
  ys.flops: 9
  ys_area_um2: 687
  ys_cells: 68
  edf_count: 0
  syn_inst: 68
  ys_top_cells_by_count: "inv_1 (10), dfrtp_1 (9), ha_1 (9), a21oi_1 (5), buf_4 (3)"
  yosys_warnings: 2
  top_cells_by_area: "dfrtp_1 (33%), ha_1 (16%), fa_1 (5.8%), inv_1 (5.5%), a21oi_1 (3.6%)"
  synthFlopType: "dfrtp_1"
  syn_area_per_cell_um2: 10.1
  largest_area_cell: "dfrtp_1"
  synth.yosys.seq_area_share_pct: 32.8
  top_cell_area_share_pct: 32.8
  synth_cell_type_count: 30
  ys_async_sr_fraction_pct: 100
  synth_area_um2: 687
  yosysMostFrequentCell: "inv_1"
final_layout:
  drive_gt1_share_pct: 46.5
  post-route-util_pct: 22.6
  num-fill-cells: 581
  areaGrowthSynthToFinish_pct: 71.2
  final_cell_count_no_fill: 171
detailed_routing:
  drt_wl_total_um: 1540
  drc: 0
  vias: 563
  diodes: 0
  detail-route-antenna-nets: 0
  wl_per_cell_um: 8.98
  drt_iter0_markers: 8
  firstDrtPassIters: 2
  drt-vias-per-instance: 3.29
grt:
  grt_pass1_vias: 595
  grt_max_degree: 14
  grt_first_pass_wirelength_um: 2630
  antenna_found_initial: 0
  grt-ovfl-total: 0
  grt_usage_pct: 3.51
clock_tree:
  cts-root-buf: "clkbuf_8"
  hold_buffers: 0
  tritoncts: "done"
  htreeDepth: 1
  clock_sinks: 9
  cts_buffers: 3
  clock_path_buffers: 2
  clk_pin_slew_worst_paths_ns: 0.04
critical_path:
  crit_cells: 8
  cp_top_family: "adder cells"
  crit_required_ns: 1.84
  worst_path_largest_cell_delay_ns: 0.51
  arrival_ns: 1.89
  path_buffers: 3
  crit_type: "reg -> out"
  cp_slowest_cell: "fa_2"
  crit_top_cell: "inv_2"
  endpoint_kind: "output pin"
  critPathLaunchType: "flop"
  path_max_fanout: 2
  cp_cell_sequence: "inv_2 > ha_4 > inv_2 > fa_2 > mux2i_1 > a211o_1 > o21ai_1 > buf_2"
sta:
  fin_crit_sh_pct: 102
  timing.final.max_slew_violations: 0
  max_slew.worst_pin.slew_ns: 0.468
  period_needed_ns: 2.35
  fin_hold_ws_ns: 0.492
  layout_setup_ws_ns: -0.0529
  setup_viol: 1
  rsz0062_at_grt: "true"
  fmax_mhz: 425
  slew-limit-headroom_pct: 68.8
  hold_violations: 0
power:
  power_frac_comb_pct: 28.8
  irDropWorstVdd_mv: 0.346
  powerDensity_mw_per_mm2: 425
  cell_internal_pwr_mw: 0.375
  leakagePower_nw: 0.528
  seq_power_share_pct: 36.2
  power.share.clock_pct: 35.0
  swShare_pct: 25.0
  p_sw_mw: 0.125
place:
  io_buffer_count: 18
  dp_hpwl_um: 1230
  globalplace.congestion: 0.776
  post-place-cells: 161
flow_run:
  drv_cap: 0
  warnings: 40
min_path:
  hp-class: "in -> async"
## what timing repair did
action	4_1_cts	5_1_grt
pin swaps	10	5
setup buffers	5	1
cloned	0	0
resized	38	12
endpoints found under the setup margin	8	7
## per-stage QoR
| step | setup WS [ns] | power, mW | instance area (µm²) | setup TNS, ns |
|---|---|---|---|---|
| floorplan | 0.248 | 0.239 | 687 | 0 |
| global placement | -0.239 | 0.302 | 993 | -1.17 |
| detailed placement | -0.239 | 0.304 | 993 | -1.17 |
| CTS | -0.116 | 0.502 | 1130 | -0.216 |
| global route | -0.150 | 0.534 | 1180 | -0.269 |
| finish | -0.0529 | 0.500 | 1180 | -0.0529 |
## power by group through the flow
stage / logic [mW] / registers [mW] / clock network [mW]
finish: 0.144 / 0.181 / 0.175
global route: 0.162 / 0.183 / 0.189
CTS: 0.139 / 0.181 / 0.183
## layout by cell type (no fill, tap or decap), types with 2 or more instances in the layout
master / n
buf_4: 14
clkdlybuf4s50_1: 10
dfrtp_1: 9
inv_1: 6
buf_2: 5
inv_2: 4
a21oi_1: 4
ha_4: 4
ha_1: 4
clkbuf_8: 3
buf_6: 3
nand2_1: 2
nand2b_1: 2
a211o_1: 2
fa_2: 2
## how the worst max path moves through the flow
| stage | startpoint | endpoint |
|---|---|---|
| 6_report | A[0] | result[1] |
| 4_1_cts | A[0] | result[1] |
| 5_1_grt | A[0] | result[1] |
## layer usage
layer  GRT usage [%]  share of wire (%)  vias up
met4           0.506                  0        0
li1                -                  -      292
met5               0                  0        -
met1            5.07                 53      256
met3           0.969                5.9        0
met2            5.18                 41       15
## area by class of cell
| type | instances | area [µm²] | area share, % |
|---|---|---|---|
| multi-input combinational | 43 | 492 | 41.8 |
| sequential | 9 | 225 | 19.1 |
| timing repair buffer | 35 | 288 | 24.5 |
| clock buffer | 3 | 41.3 | 3.51 |
| inverter | 10 | 37.5 | 3.19 |
| clock inverter | 1 | 5.00 | 0.426 |
| tap | 70 | 87.6 | 7.45 |
## cell families (layout without fill, tap and decap cells)
group / Yosys count / count (layout) / synth area share (%)
buffers and inverters: 16 / 49 / 11.8
adder cells (fa/ha/maj): 11 / 11 / 22.2
AND-OR/OR-AND: 14 / 14 / 13.8
flip-flops: 9 / 9 / 32.8
AND/OR/NAND/NOR: 14 / 14 / 13.3
XOR/XNOR: 1 / 1 / 1.28
multiplexers: 3 / 3 / 4.74
## flip-flops by register name (all words and copies together), names as in the netlist
signal and cells:
A 3, B 3, Opcode 3
No activity file was given, so power comes from the tool's default toggle rates.
